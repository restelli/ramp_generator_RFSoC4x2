===== design/flow/run.sh =====
#!/bin/bash
# OpenROAD 26Q1-2900-gdf79404cd8, Yosys 0.63+post, stock flow scripts
make -C /OpenROAD-flow-scripts/flow DESIGN_CONFIG=/design/flow/config.mk WORK_HOME=/design/flow/orfs finish

===== design/flow/config.mk =====
export PLATFORM = sky130hd
export DESIGN_NAME = rampgen
export DESIGN_NICKNAME = rampgen
export VERILOG_FILES = /design/flow/design.v
export SDC_FILE = /design/flow/constraint.sdc
export NUM_CORES = 4
export LEC_CHECK = 1
export CORE_UTILIZATION = 40

===== design/flow/constraint.sdc =====
current_design rampgen

set clk_period 85.8
set clk_io_pct 0.2

create_clock -name clk0 -period $clk_period [get_ports {M_AXIS_ACLK}]

set non_clock_inputs [all_inputs -no_clocks]
set_input_delay [expr $clk_period * $clk_io_pct] -clock clk0 $non_clock_inputs
set_output_delay [expr $clk_period * $clk_io_pct] -clock clk0 [all_outputs]

===== design/flow/design.v =====
`timescale 1ns / 1ps
module rampgen
  ( frequency, 
    amplitude,  
    M_AXIS_ACLK,  
    M_AXIS_ARESETN,  
    M_AXIS_TREADY, 
    M_AXIS_TDATA,
    M_AXIS_TSTRB,
    M_AXIS_TLAST,
    M_AXIS_TVALID 
  );
   parameter C_S_AXIS_TDATA_WIDTH = 256;
   integer i;
   input  [31:0] frequency;
   input  [31:0] amplitude;
		input wire  M_AXIS_ACLK;
		input wire  M_AXIS_ARESETN;
		input wire  M_AXIS_TREADY;
  output reg [C_S_AXIS_TDATA_WIDTH-1 : 0] M_AXIS_TDATA;
  output reg [(C_S_AXIS_TDATA_WIDTH/8)-1 : 0] M_AXIS_TSTRB;
		output wire  M_AXIS_TLAST;
		output reg  M_AXIS_TVALID;
  reg [31:0] accumulator = 32'h0;
  reg [31:0] pre_accumulator = 32'h0;
  reg [31:0] increment = 32'h0;
  wire [31:0] offset [0:15];
  reg  [31:0] offset_r [0:15];
  reg [31:0] value [0:15];
  reg [47:0] value_scaled [0:15];
  reg [15:0] value_shifted [0:15];
  reg [C_S_AXIS_TDATA_WIDTH-1 : 0] axis_data_r;
  integer n;
  assign  offset[0] = 32'h0 * frequency;
  assign  offset[1] = 32'h1 * frequency;
  assign  offset[2] = 32'h2 * frequency;
  assign  offset[3] = 32'h3 * frequency;
  assign  offset[4] = 32'h4 * frequency;
  assign  offset[5] = 32'h5 * frequency;
  assign  offset[6] = 32'h6 * frequency;
  assign  offset[7] = 32'h7 * frequency;
  assign  offset[8] = 32'h8 * frequency;
  assign  offset[9] = 32'h9 * frequency;
  assign  offset[10] = 32'hA * frequency;
  assign  offset[11] = 32'hB * frequency;
  assign  offset[12] = 32'hC * frequency;
  assign  offset[13] = 32'hD * frequency;
  assign  offset[14] = 32'hE * frequency;
  assign  offset[15] = 32'hE * frequency;  
  initial
  begin
    for (n = 0; n < C_S_AXIS_TDATA_WIDTH/8 ; n = n+1) M_AXIS_TSTRB = 32'h0;
  end
assign M_AXIS_TLAST = 1'b0;
 always @(posedge M_AXIS_ACLK)
 begin
    M_AXIS_TDATA <= axis_data_r;
   if (M_AXIS_ARESETN == 1'b1)
      begin
            if (M_AXIS_TREADY)
            begin
                pre_accumulator <= pre_accumulator + increment;
                accumulator <= pre_accumulator;
                M_AXIS_TVALID <= 1'b1;
                increment <= 32'h10 * frequency;
                for (i=0; i < C_S_AXIS_TDATA_WIDTH/16 ; i = i + 1)
                begin            
                  offset_r[i] <= offset[i];
                  value[i] <= accumulator + offset_r[i];
                  value_scaled[i]<= value[i] * {amplitude[15:0]};
                  value_shifted[i]<= value_scaled[i][47:32] + 16'h8000; 
                  axis_data_r [i*16 +:16] <= {value_shifted[i] [15:2], 1'b0, 1'b0};
                end
            end
            else
            begin
                for (i=0; i < C_S_AXIS_TDATA_WIDTH/16 ; i = i + 1)
                begin            
                  value[i] <= value[i];
                end
                M_AXIS_TVALID <= 1'b0;
            end
          end
      else
      begin
              accumulator <= 0;
              M_AXIS_TVALID <= 1'b0;
      end
 end
 endmodule

==> git commit body <==
Record implementation results from latest flow run

* CTS Root Cell: clkbuf_16
- After synthesis, the largest family of logic cells by area is adder cells.
* Minimum setup slack after placement: just under 60 ns
- Largest net degree at the start of global routing: approximately 120
- Slew @ Worst Pin: approximately 1.3 ns
- Final number of setup-violating endpoints: 0
- Number of warnings issued by yosys: 5
- In the final report, the number of hold violations comes to 0.
* Initial antenna violation count: 51
- The most used flip-flop cell after synthesis is edfxtp_1.
- The final report gives the core utilization as between 40% and 50%.
- Average cell area after synthesis: roughly 9.7 µm²
- Critical path data arrival time: 26.91 ns
- The most critical min-delay path falls under flip-flop to flip-flop.
- Row count: 312
- Worst Skew: about 0.13 ns
- In this run the cell area of the synthesized design comes to between 0.2 and 0.3 mm².
- Sink count of the clock tree: 1569
* Init Core Util: between 40 and 50%
- DIE AREA: between 0.7 and 0.8 mm²
- Setup repair after global routing left no endpoint under its margin.
* Combined global-route utilization of all metal layers: around 25%
- Post-DR wirelength/cell: 21.17 µm
* Weighted congestion reported at the end of routability-driven placement: between 0.9 and 1
* Final TNS setup: 0 ns
- Area share of and/or/nand/nor cells after synthesis: around 14%
- For the worst flop-to-flop path, the logic depth is 28.
- Routed vias: 196900
- During placement, the flow inserted port buffers numbering ~280.
- Pins over their slew limit in the final report were tallied at 0.
* Synth Area in XOR/XNOR: roughly 2.3%
- For flop-to-flop paths, the worst setup slack is 76.43 ns.
* Cell resize tally after clock tree synthesis: 0
- After detailed routing, the total wire length is around 830000 µm.
- Period utilisation layout: between 30% and 40%
* Cell taking the most area after synthesis: fa_1
- Max FO, Critical Path: ~50
- Crit-path max cell delay: 0.68 ns
* Leading post-synthesis cells by instance count: inv_1, fa_1, nand2_1
- Estimated wirelength of the detail-placed design: between 600000 and 700000 µm
- Fraction of the mapped netlist area in compound gates: around 4.9%
* Async set-or-reset flop fraction in the synthesized netlist: 0%
- Worst R2R End: value_scaled[7][45]
* Synth unique cells: 104
* Setup bufs post-CTS: 0
- Per the OpenROAD floorplan log, the width of the die is approximately 850 µm.
- Startpoint of the most critical register-to-register path: value[1][0]
- Worst Setup End Kind: flip-flop
- From synthesis to final layout, the design area changed by 7.342%.
* Instance count along the most critical hold path: 0
* Startpoint kind of the worst setup timing path: input port
- As reported, the later end of the worst-skew pair has a clock insertion delay of 1.08 ns.
* Ports placed on the boundary: 357
* Iteration-0 DRC Markers: a little over 8000
- The most common cell in the synthesized netlist is inv_1.
- Share of cells above drive strength 1: 3.579%
- Hold Worst Slack: between 0.2 and 0.3 ns
- According to the timing report, the data required time at the worst endpoint equals between 80 and 90 ns.
- Top cells by area, synth: fa_1, edfxtp_1, ha_1
* Adders+Majority by Area: a little over half
* Number of standard cells reported by yosys: between 20000 and 30000
- Post-synthesis, Yosys gives the total cell area as 0.2898 mm².
- Wire length of the first global-routing pass: about 1300000 µm
* Hold buffer count at cts: 0
- Dividing the detail-routed via count by the number of cells gives about 5.
- The script reports the combined buffer and inverter count of the critical path as 11.
* Hold path startpoint: axis_data_r[141]
- In this run the tightest slew margin relative to its limit is 12.89%.
* DRC violation count after routing: 0
- Max Cap Viol: 0
- For the finished layout, the period the worst path requires is about 26 ns.
- TritonCTS clock tree: yes
- TritonCTS Buffers: ~200
- Measured against the total synthesized area, the mux share comes to less than 1%.
* Residual antenna-violating net count after detailed routing: 0
* Placed cell area: a little over 0.3 mm²
- Die H: ~850 µm
- In the hold report, the worst path ends at M_AXIS_TDATA[141].
* EDFF count, synth: roughly 1300
- The critical path in this run is classified as input port to flip-flop.
- Cell family with the largest share of critical-path delay: buffers and inverters
- Sum of overflow across all layers after global routing: 0
* Filler cell count in the final layout: 67450
- Ys flops: between 1500 and 2000
* Via count of the first global-routing pass: around 210k
- Clock-pin slew of the registers on the worst-case setup and hold paths: about 0.060 ns
- Per the CTS log, the maximum H-tree level is 4.
* Area inside the core boundary: between 0.7 and 0.8 mm²
* Cell count after synthesis: a little under 30000
- The finished cells cover between 0.3 and 0.4 mm².
- The flow ran to the end, and the final reports show no timing, DRC or antenna violations.
* Total tool warning count: around 73
* Buffer levels on the longest clock path: 4
- Peak clock frequency supported by timing: between 30 and 40 MHz
- Summing the sequential cell areas from Yosys gives between 10% and 20% of the chip area.
- The largest individual stage delay along the critical path comes from the cell buf_4.
- Area fraction of the dominant cell type after synthesis: a little over two fifths
* DRT Pass-1 Iters: 5
- Smallest setup slack after layout: slightly below 60 ns
-- cell families (layout without fill, tap and decap cells) --
kind of cell,Yosys count,count (layout)
AOI/OAI and AO/OA,2148,2148
xor gates and xnor gates,744,744
adders and majority gates,8447,8447
buffers and inverters,8161,8082
DFF,1569,1569
muxes,33,33
other,1,117
and+or+nand+nor,8665,8665
-- state kept, by name, indices dropped and copies added (netlist names) --
register,cells
M_AXIS_TDATA,210
M_AXIS_TVALID,1
accumulator,28
axis_data_r,210
increment,28
offset_r,210
pre_accumulator,28
value,434
value_scaled,210
value_shifted,210
-- final cells by class --
cell class	count	area, µm²	share of cell area [%]
Inverter	6851	25720	8.267
Clock inverter	134	1435	0.4614
Tap cell	9577	11980	3.852
Clock buffer	238	5354	1.721
Antenna cell	52	130.1	0.04183
Timing Repair Buffer	859	7312	2.351
Sequential cell	1569	44750	14.39
Multi-Input combinational cell	20100	214400	68.92
-- worst max-delay path by stage --
stage / start / to / cells after the start
4_1_cts: amplitude[5] / value_scaled[4][47] / 28
5_1_grt: amplitude[5] / value_scaled[5][43] / 30
6_report: amplitude[5] / value_scaled[5][43] / 30
-- routing by layer --
layer	track usage, %	up-vias	wire [µm]
met4	8.780	68	39520
met2	37.00	7887	372100
met1	31.40	98880	294100
li1	-	88730	-
met3	16.15	1382	126800
met5	1.043	-	1239
-- layout by cell type (no fill, tap or decap), types with 24 or more instances in the layout --
cell type,instances
clkdlybuf4s50_1,258
fa_1,6110
inv_1,6851
o21ai_1,44
o21a_1,116
clkbuf_16,205
xnor2_1,530
buf_4,576
o31ai_1,37
a21oi_1,639
a21o_1,382
nor3_1,163
nand2b_1,96
and3_1,65
o21bai_1,98
nand4_1,92
or3_1,50
xor2_1,211
dfxtp_1,215
diode_2,52
or2_2,30
a211oi_1,78
nor2b_1,145
ha_1,2337
edfxtp_1,1330
o211ai_1,40
and2_1,2787
nand2_1,4532
conb_1,65
a31oi_1,60
nand3_1,154
and4_1,33
a211o_1,25
o21ai_0,331
nor2_1,452
dfxtp_2,24
mux2i_1,33
-- metrics by stage --
stage               instances
floorplan               29830
detailed placement      38960
global route            39340
global placement        38960
finish                  39380
CTS                     39330
